## flow/run.sh

```bash
#!/bin/bash
# OpenROAD 26Q1-2900-gdf79404cd8, Yosys 0.63+post, stock flow scripts
make -C /OpenROAD-flow-scripts/flow DESIGN_CONFIG=/design/flow/config.mk WORK_HOME=/design/flow/orfs finish
```

## flow/config.mk

```make
export PLATFORM = sky130hd
export DESIGN_NAME = data_mem
export DESIGN_NICKNAME = data_mem
export VERILOG_FILES = /design/flow/design.v
export SDC_FILE = /design/flow/constraint.sdc
export NUM_CORES = 4
export LEC_CHECK = 1
export CORE_UTILIZATION = 40
```

## flow/constraint.sdc

```tcl
current_design data_mem

set clk_period 4.5
set clk_io_pct 0.2

create_clock -name clk0 -period $clk_period [get_ports {clk}]

set non_clock_inputs [all_inputs -no_clocks]
set_input_delay [expr $clk_period * $clk_io_pct] -clock clk0 $non_clock_inputs
set_output_delay [expr $clk_period * $clk_io_pct] -clock clk0 [all_outputs]
```

## flow/design.v

```verilog
`timescale 1ns / 1ps
module data_mem (
    input        clk,
    input        d_we,
    input [2:0] size_control,
    input [ 4:0] daddr,
    input [31:0] dwdata,
    output [31:0] drdata
);
    logic [31:0] mem_reg[0:31];
    always_ff @(posedge clk) begin
        if (d_we) begin
            case (size_control)
                3'b000: begin
                    mem_reg[daddr][8:0] <= dwdata[8:0];
                end
                3'b001: begin
                    mem_reg[daddr][16:0] <= dwdata[16:0];
                end
                3'b010: begin
                    mem_reg[daddr] <= dwdata;
                end
            endcase
        end
    end
    assign drdata = mem_reg[daddr];
endmodule
```

==> reports/results.ini <==
[run_status]
status = complete, no violations

[routing]
wire_per_inst_um = 24.4
viasPerCell = 5.42
finalWirelength_um = 91900
vias = 20500
antenna_cells = 0
ant_nets = 0
drt_first_iter_violations = 1134
drc = 0
dr.pass1.iters = 18

[min_path]
worstHoldPathType = input port to register
worstHoldPathCells = 2
holdPathEnd = mem_reg[0][18]$_DFFE_PP_
min_from = dwdata[18]

[final_timing]
hold_viol = 0
fin_crit_ps = 4430
setup_violations = 0
slew_headroom_pct = 30.5
fmax_mhz = 226
slew_violations = 0
finalCritPeriodShare_pct = 98.3
tightest_slew_ps = 1040

[pwr]
p_per_area_nw_per_um2 = 425
irDropWorstVdd_mv = 0.408
power_leakage_nw = 16.1

[layout]
utilization_pct = 47.9
largest_reg_flops = 1024
drive_gt1_share_pct = 16.0
syn2layout_area_growth_pct = 18.1
lay_top_count = edfxtp_1
lay_top_cells = edfxtp_1 (1024), mux2i_1 (512), o22ai_1 (250)
fin_area_um2 = 46500

[global_route]
grtUsageTotal_pct = 20.3
gr-total-overflow = 0
grt_pass1_vias = 21400
grt_first_pass_wirelength_um = 135000
grt_antenna_before_repair = 0
grt_start_max_net_pins = 48

[critical_path]
crit_type = input port to primary output
worstPathArrival_ps = 3530
startpoint_type = input port
cp-end-kind = primary output
cp_max_fo = 15
crit_start = daddr[3]
cp.required_ps = 3600

[floorplan]
rows = 114
chipWidth_um = 316
initCoreUtil_pct = 40.6
core-area_um2 = 97000
die_h_um = 316
die_area_um2 = 99600
pin_count = 74

[run]
max_cap_viol_count = 0
warnings = 26

[logic_synthesis]
netlist_area_um2 = 39300
yosysWarnings = 1
synth.distinct_cells = 26
avgSynthCellArea_um2 = 18.2
synth_flops = 1024
synthCells = 2162
ys_seq_share_pct = 78.2
ys_area_um2 = 39300
ys_cells = 2162

[placement]
dpl-instance-area_um2 = 42900
io_buffers = 73
dp_hpwl_um = 56200
gp_congestion = 0.835

[clock_tree]
cts-root-buf = clkbuf_16
cts_buffer_depth = 3
h-tree-depth = 3
clock_sinks = 1024
cts.clk_slew.worst_paths_ps = 60
cts_buffers = 102
cts_tree = yes

## critical path, stage by stage
cell             delay, ps
clkdlybuf4s50_1        500
buf_4                  230
nand4b_1               220
buf_4                  180
buf_4                  190
o22ai_1                130
nor4_1                 500
buf_4                  190
nand2_1                 60
clkdlybuf4s50_1        420
## cells by family after synthesis
kind of cell | Yosys count | share of synthesized area [%]
compound gates | 257 | 4.08
xor+xnor | 1 | 0.0223
mux | 512 | 13.0
flops | 1024 | 78.2
buf+inv | 133 | 1.70
simple gates | 235 | 3.01
## routing by layer
layer  share of wire (%)  global-route usage (%)  vias to the layer above  wire length (um)
li1                    -                       -                     9233                 -
met1                  35                    25.9                    10000             32300
met2                  48                    30.7                     1042             43800
met3                  14                    12.2                      158             12800
met4                 3.0                    4.89                        6              2750
met5                0.20                    1.28                        -               180
## layout make-up
cell class	count	area, um2
Clock buffer	127	2690
Multi-Input combinational cell	1005	8220
Clock inverter	64	619
Fill cell	7784	50500
Tap cell	1276	1600
Sequential cell	1024	30700
Timing Repair Buffer	277	2610
## cell usage after synthesis
cell type | count | area, um2
xnor2_1 | 1 | 8.76
nor4_1 | 64 | 400
nand2b_1 | 1 | 6.26
nand4_1 | 1 | 6.26
nand3_1 | 4 | 20.0
a21oi_1 | 1 | 5.00
nand4b_1 | 4 | 35.0
edfxtp_1 | 1024 | 30700
nor2b_1 | 2 | 12.5
buf_6 | 6 | 67.6
or3_1 | 1 | 6.26
or3b_2 | 2 | 17.5
nand2_1 | 42 | 158
or4_1 | 1 | 7.51
nand3b_1 | 3 | 22.5
clkbuf_1 | 33 | 124
nor3b_1 | 1 | 7.51
o22ai_1 | 256 | 1600
mux2i_1 | 512 | 5120
clkbuf_2 | 1 | 5.00
nor2_1 | 99 | 372
buf_2 | 91 | 455
or4b_1 | 3 | 30.0
or4b_4 | 1 | 13.8
nand4bb_1 | 6 | 67.6
buf_4 | 2 | 15.0
## worst max-delay path by stage
stage            end  slack [ps]  cells past startpoint
4_1_cts    drdata[4]           3                     10
5_1_grt   drdata[30]         -20                      8
6_report   drdata[5]          70                     10
## repair_timing
item,in CTS,in global routing
endpoints found under the setup margin,10,27
buffers inserted,0,3
hold buffers,0,0
pin swaps,0,3
gates resized,10,28
## power breakdown
part | switching (W) | internal, W | leakage [nW] | total, W
clock network | 0.00345 | 0.00482 | 1.61 | 0.00827
registers | 0.00000719 | 0.0105 | 9.20 | 0.0105
logic | 0.000560 | 0.000410 | 5.27 | 0.000970
## per-stage QoR
step | worst slack, ps | TNS (ps) | total power, W | hold slack (ps) | instances
6_report | 74.4 | 0 | 0.0198 | 1050 | 3773
5_1_grt | -23.2 | -23.2 | 0.0204 | 1050 | 3773
4_1_cts | 2.63 | 0 | 0.0199 | 1010 | 3770
3_5_place_dp | -92.2 | -396 | 0.0117 | 1740 | 3579
3_3_place_gp | -123 | -602 | 0.0117 | 1710 | 3579
2_1_floorplan | 1490 | 0 | 0.0112 | 999 | 2162
Power figures rest on the tool's default switching activity, not on a simulated workload.
