<file path="design/flow/run.sh">
#!/bin/bash
# OpenROAD 26Q1-2900-gdf79404cd8, Yosys 0.63+post, stock flow scripts
make -C /OpenROAD-flow-scripts/flow DESIGN_CONFIG=/design/flow/config.mk WORK_HOME=/design/flow/orfs finish
</file>
<file path="design/flow/config.mk">
export PLATFORM = sky130hd
export DESIGN_NAME = instruction_memory
export DESIGN_NICKNAME = instruction_memory
export VERILOG_FILES = /design/flow/design.v
export SDC_FILE = /design/flow/constraint.sdc
export NUM_CORES = 4
export LEC_CHECK = 1
export CORE_AREA = 10 10 73 73
export DIE_AREA = 0 0 83 83
</file>
<file path="design/flow/constraint.sdc">
current_design instruction_memory

set clk_period 2.1
set clk_io_pct 0.2

create_clock -name clk0 -period $clk_period

set non_clock_inputs [all_inputs -no_clocks]
set_input_delay [expr $clk_period * $clk_io_pct] -clock clk0 $non_clock_inputs
set_output_delay [expr $clk_period * $clk_io_pct] -clock clk0 [all_outputs]
</file>
<file path="design/flow/design.v">
`timescale 1ns / 1ps
module instruction_memory (
    input  [31:0] instr_raddr,
    output [31:0] instr_code
);
    logic [31:0] rom_file [0:127];
    initial begin
        rom_file[0] = 32'h004182b3;  
        rom_file[1] = 32'h40740333;  
        rom_file[2] = 32'h001818b3;   
        rom_file[3] = 32'h001fa933;   
        rom_file[4] = 32'h001fb9b3;   
        rom_file[5] = 32'h00184a33;   
        rom_file[6] = 32'h001fdab3;   
        rom_file[7] = 32'h401fdb33;   
        rom_file[8] = 32'h00186bb3;   
        rom_file[9] = 32'h00187c33;   
        rom_file[10] = 32'h01e10123;   
        rom_file[11] = 32'h01e11123;   
        rom_file[12] = 32'h01e12123;   
        rom_file[13] = 32'h00218a13;   
        rom_file[14] = 32'h002faa13;   
        rom_file[15] = 32'h002fba13;   
        rom_file[16] = 32'h0021ca13;   
        rom_file[17] = 32'h0021ea13;   
        rom_file[18] = 32'h0021fa13;   
        rom_file[19] = 32'h00219a13;   
        rom_file[20] = 32'h002fda13;   
        rom_file[21] = 32'h402fda13;   
        rom_file[22] = 32'h00212a03;   
        rom_file[23] = 32'h00211a03;   
        rom_file[24] = 32'h00210a03;   
        rom_file[25] = 32'h00214a03;   
        rom_file[26] = 32'h00215a03;   
    end
    assign instr_code = rom_file[instr_raddr[31:2]];
endmodule
</file>
==> results.txt <==
run metrics: status=complete, no violations, routability cong.=approximately 0.85, layout clock buffer count=0, max_cap viols=0, top comb family, area=AND-OR/OR-AND gates, min cycle time layout=2090 ps, Comb area=753 um^2, Avg WL per Cell=12.9 um, Area Growth Syn to Fin=96.7%, Flop pwr share=0%, core area=about 3700 um^2, total track usage=under 10%, Log Warnings=69, Row Count=22, Worst Path Required=between 1500 and 2000 ps, CP arrival=approximately 1700 ps, period utilisation layout=99.4%, vias in the first global route=888, setup TNS=0 ps, final setup fails=0, Synth area leaders=ha_1 19%, buf_4 14%, a21oi_1 5.5%, nand2_1 5.2%, nand2b_1 3.4%, setup ws final=12.9 ps, synth unique cells=35, Int Pwr=0.157 mW, final hold viol count=0, fill count=about 380, vias=about 860, final wirelength=2620 um, grt ovf=0, Clk pwr share=0%, yosys aoi share=about 28%, fa+ha+maj area frac=18.9%, Die Y=83 um, PwrDens=184 nW/um^2, Yosys chip area=727 um^2, leak pwr=about 0.69 nW, HP Class=in2out, Yosys warnings=1, max frequency=between 0.4 and 0.5 GHz, register area=0 um^2, Synth top area share=18.9%, die area=roughly 6900 um^2, sw frac=40.2%, DR DRC count=0, WS Path Type=in2out, antenna violations before repair=0, Power Total=about 0.26 mW, yosys cell count=between 100 and 150, Synth Cell Area=~730 um^2, hold_buf cts=0, die width=approximately 83 um, area fraction in mux cells=8.95%, Sw Pwr=0.106 mW, starting density of the core=19.4%, Routed Antenna Nets=0, largest area contributor in the netlist=ha_1, IR drop worst, VDD=around 0.00010 V, CP max FO=4, Mapped Cells=~100, final hold slack=1340 ps, Ports=64, syn_area_per_cell=about 7 um^2, simple-gate share of the synthesized area=20.7%, Critical Path End Type=output pin, global-route wire length before repair=4370 um, largest net degree at the start of global routing=11, IO Port Bufs=26, post-DP HPWL=around 1900 um, Final Slew Violations=0, # diodes=0, Comb pwr share=roughly 100%, Iteration-0 DRC Markers=28, register area share after synthesis=0%, Worst setup SP type=input port, Setup Slack @ Placement=-777 ps, yosys xor share=0%, DR vias/cell=4.23, layout cells sized above 1=between 40 and 50%, drt first pass iters=4, Seq Cell Count=0
## routing by layer
| metal | vias up | wire length (um) | global-route usage [%] | share of wire (%) |
|---|---|---|---|---|
| met5 | - | 0 | 0 | 0 |
| met4 | 0 | 0 | 0 | 0 |
| met2 | 22 | 1270 | 12.2 | 48 |
| met3 | 0 | 102 | 1.08 | 3.9 |
| met1 | 391 | 1250 | 9.24 | 48 |
| li1 | 446 | - | - | - |
## worst max-delay path, cell delays in order
cell and delay (ps):
buf_6 100, inv_4 80, ha_2 180, buf_4 110
inv_1 40, a31oi_1 220, clkdlybuf4s50_1 510
## stage by stage
step	cells	cell area, um^2	util, %
5_1_grt	203	1430	38.2
4_1_cts	203	1340	35.9
3_3_place_gp	196	1170	31.3
3_5_place_dp	196	1170	31.3
6_report	203	1430	38.2
2_1_floorplan	113	761	-
## cells in the final DEF, fill, tap and decap left out, types with 2 or more instances in the layout
| cell type | n |
|---|---|
| and2_1 | 2 |
| a21oi_1 | 5 |
| nand2b_1 | 2 |
| ha_2 | 2 |
| inv_1 | 4 |
| clkdlybuf4s50_1 | 6 |
| buf_4 | 26 |
| ha_4 | 6 |
| nor3_1 | 2 |
| dlygate4sd2_1 | 9 |
| mux2i_1 | 2 |
| nor2_1 | 5 |
| dlymetal6s2s_1 | 3 |
| conb_1 | 11 |
| nand2b_4 | 2 |
| mux2_4 | 2 |
| ha_1 | 3 |
| o221ai_1 | 2 |
| clkdlybuf4s15_1 | 2 |
| nand2_1 | 8 |
| a31oi_1 | 3 |
| o21a_1 | 2 |
| buf_2 | 2 |
| a21oi_2 | 3 |
| inv_4 | 2 |
| a21o_1 | 3 |
| buf_6 | 12 |
| nor3b_1 | 2 |
## synthesized netlist by cell type, types with 3 or more instances
library cell,count
buf_2,4
a31oi_1,3
a21o_1,3
nor2_1,6
nand2_1,10
ha_1,11
buf_4,14
a21oi_1,8
inv_1,6
nand2b_1,4
## power by group through the flow
stage         registers (mW)  logic, mW  clock network (mW)
global route               0      0.290                   0
CTS                        0      0.247                   0
finish                     0      0.263                   0
## repair_timing
| item | in CTS | in global routing |
|---|---|---|
| pin swaps | 8 | 9 |
| resized | 71 | 22 |
| cloned | 1 | 0 |
| setup endpoints to repair | 21 | 8 |
| endpoints found under the hold margin | 0 | 0 |
| buffers inserted | 6 | 0 |
## logic make-up after synthesis
kind of cell    after synthesis
fa+ha+maj                    11
simple gates                 30
buf+inv                      26
compound gates               30
mux                           5
other cells                   2
## worst paths after layout
| kind | to | cells after the start | start |
|---|---|---|---|
| worst max-delay path | instr_code[5] | 7 | instr_raddr[2] |
| worst min-delay path | instr_code[18] | 3 | instr_raddr[5] |
## area by class of cell
| cell class | instances | area share (%) |
|---|---|---|
| timing repair buffer | 62 | 41.2 |
| inverter | 6 | 1.92 |
| tap | 48 | 4.20 |
| multi-input combinational | 87 | 52.7 |
Power is estimated from default activity; no workload was simulated.
