--- flow/run.sh ---
#!/bin/bash
# OpenROAD 26Q1-2900-gdf79404cd8, Yosys 0.63+post, stock flow scripts
make -C /OpenROAD-flow-scripts/flow DESIGN_CONFIG=/design/flow/config.mk WORK_HOME=/design/flow/orfs finish
--- flow/config.mk ---
export PLATFORM = sky130hd
export DESIGN_NAME = control_unit
export DESIGN_NICKNAME = control_unit
export VERILOG_FILES = /design/flow/design.v
export SDC_FILE = /design/flow/constraint.sdc
export NUM_CORES = 4
export LEC_CHECK = 1
export CORE_AREA = 10 10 70 70
export DIE_AREA = 0 0 80 80
--- flow/constraint.sdc ---
current_design control_unit

set clk_period 2.7
set clk_io_pct 0.2

create_clock -name clk0 -period $clk_period

set non_clock_inputs [all_inputs -no_clocks]
set_input_delay [expr $clk_period * $clk_io_pct] -clock clk0 $non_clock_inputs
set_output_delay [expr $clk_period * $clk_io_pct] -clock clk0 [all_outputs]
--- flow/design.v ---
`timescale 1ns / 1ps
module control_unit (
    input        [31:0] instr_code,
    output logic        regfile_we,
    output logic        alu_src_sel_1,
    output logic        alu_src_sel_2,
    output logic [ 1:0] reg_w_src_sel,
    output logic [ 3:0] alu_control,
    output logic [ 2:0] comp_control,
    output logic [ 2:0] size_control,
    output logic        branch,
    output logic        jal,
    output logic        d_we
);
    logic [6:0] funct7;
    logic [2:0] funct3;
    logic [6:0] opcode;
    assign funct7 = instr_code[31:25];
    assign funct3 = instr_code[14:12];
    assign opcode = instr_code[6:0];
    always_comb begin
        regfile_we = 1'b0;
        d_we = 1'b0;
        alu_src_sel_1 = 1'b0;
        alu_src_sel_2 = 1'b0;
        reg_w_src_sel = 2'b00;
        alu_control = 4'b0000;   
        comp_control = 3'b000;
        branch = 1'b0;
        jal = 1'b0;
        size_control = 3'b000;
        case (opcode)
            7'b011_0011: begin   
                regfile_we = 1'b1;
                d_we = 1'b0;
                alu_src_sel_1 = 1'b0;
                alu_src_sel_2 = 1'b0;
                reg_w_src_sel = 2'b00;
                alu_control = {funct7[5], funct3};
                branch = 1'b0;
            end
            7'b010_0011: begin   
                regfile_we = 1'b0;
                d_we = 1'b1;
                alu_src_sel_1 = 1'b0;
                alu_src_sel_2 = 1'b1;
                reg_w_src_sel = 2'b00;
                alu_control = 4'b0000;
                size_control = funct3;
                branch = 1'b0;
            end
            7'b001_0011: begin
                regfile_we = 1'b1;
                alu_src_sel_1 = 1'b0;
                alu_src_sel_2 = 1'b1;
                d_we = 1'b0;
                reg_w_src_sel = 2'b00;
                branch = 1'b0;
                if (funct3 == 3'b101 || funct3 == 3'b101) begin
                    alu_control = {funct7[5], funct3};
                end else begin
                    alu_control = {1'b0, funct3};
                end
            end
            7'b000_0011: begin
                regfile_we = 1'b1;
                alu_src_sel_1 = 1'b0;
                alu_src_sel_2 = 1'b1;
                d_we = 1'b0;
                reg_w_src_sel = 2'b01;
                branch = 1'b0;
                alu_control = 4'b0000;
                size_control = funct3;
            end
            7'b110_0011: begin
                regfile_we = 1'b0;
                alu_src_sel_1 = 1'b1;
                alu_src_sel_2 = 1'b1;
                d_we = 1'b0;
                reg_w_src_sel = 2'b00;
                branch = 1'b1;
                comp_control = funct3;
                alu_control = 4'b0000;
            end
            7'b011_0111: begin
                regfile_we = 1'b1;
                alu_src_sel_1 = 1'b0;
                alu_src_sel_2 = 1'b0;
                d_we = 1'b0;
                reg_w_src_sel = 2'b10;
                branch = 1'b0;
                alu_control = 4'b0000;
            end
            7'b001_0111: begin
                regfile_we = 1'b1;
                alu_src_sel_1 = 1'b1;
                alu_src_sel_2 = 1'b1;
                d_we = 1'b0;
                reg_w_src_sel = 2'b00;
                branch = 1'b0;
                alu_control = 4'b0000;
            end
            7'b110_1111: begin
                regfile_we = 1'b1;
                alu_src_sel_1 = 1'b1;
                alu_src_sel_2 = 1'b1;
                d_we = 1'b0;
                reg_w_src_sel = 2'b11;
                branch = 1'b0;
                jal = 1'b1;
                alu_control = 4'b0000;
            end
            7'b110_0111: begin
                regfile_we = 1'b1;
                alu_src_sel_1 = 1'b0;
                alu_src_sel_2 = 1'b1;
                d_we = 1'b0;
                reg_w_src_sel = 2'b11;
                branch = 1'b0;
                jal = 1'b1;
                alu_control = 4'b0000;
            end
        endcase
    end
endmodule
==> run_results.csv <==
group,metric,value,unit
setup_path,critPathLaunchType,"primary input",
job,tool_warnings,53,
logic_synthesis,synthCells,42,
logic_synthesis,syn_area,284,sq um
global_route,grt_max_degree,11,
setup_path,crit_path_cell_trace,"dlygate4sd2_1 > or2_4 > nor4b_4 > buf_4 > and2_1 > clkdlybuf4s50_1",
floorplan,ios,50,
finish,final_cells,127,
detailed_routing,routed_wl,1.38,mm
setup_path,critPathMaxFanout,3,
min_path,min_delay_path_depth,4,
sta,slew_headroom,81.5,%
logic_synthesis,logic_family,"simple AND/OR/NAND/NOR gates",
sta,max_freq,395,MHz
run_status,outcome,"completed",
sta,slew_viol_final,0,
logic_synthesis,xor_share,0,%
setup_path,critPathTopFamily,"buffers and inverters",
sta,setup_tns,0,ns
setup_path,slowest_stage,"clkdlybuf4s50_1",
logic_synthesis,muxShareOfSynthArea,3.52,%
logic_synthesis,area_leaders,"and2_1, nor4b_4, a21oi_1",
finish,drive_above_1_share,23.5,%
detailed_routing,ant_nets,0,
floorplan,die_height,80,um
sta,rsz0062_at_grt,"no",
floorplan,dieWidth,80,um
finish,register_area,0,sq um
logic_synthesis,yosysWarnings,1,
logic_synthesis,synth_adder_area_share,0,%
placed_design,io_buffer_count,29,
placed_design,hpwlAfterDp,1.24,mm
detailed_routing,vias,444,
setup_path,worstPathRequired,2.16,ns
setup_path,cp-end-kind,"primary output",
setup_path,slowest_delay,0.47,ns
floorplan,chipArea,6400,sq um
setup_path,critPathKind,"primary input to primary output",
logic_synthesis,yosysTopAreaCellShare,22.0,%
pwr,p_per_area,81.2,nW/um^2
placed_design,dp_slack,-0.143,ns
detailed_routing,n_antenna_cell,0,
cts,postCtsSetupBuffers,0,
finish,lay_top_cells,"clkdlybuf4s50_1, buf_4, and2_1",
detailed_routing,avgRoutedWirePerCell,10.9,um
sta,fin_crit_sh,93.8,%
finish,final_common_cell,"clkdlybuf4s50_1",
sta,holdWs,1.88,ns
logic_synthesis,syn_avg_cell_area,6.76,sq um
sta,hold_viol,0,
sta,setup_viol,0,
logic_synthesis,ys_types,22,
placed_design,gp_congestion,0.795,
global_route,grt_pass1_wl,2.13,mm
detailed_routing,firstDrtPassIters,2,
global_route,track_usage,3.99,%
setup_path,path_buffers,3,
logic_synthesis,top_area_cell,"and2_1",
sta,finalCriticalPeriod,2.53,ns
global_route,grtUsageMet1,4.55,%
pwr,ir_worst_vdd,0.0335,mV
global_route,overflow,0,
finish,ff_count,0,
logic_synthesis,ys_cells,42,
sta,worst_pin_slew,0.276,ns
global_route,use_met3,1.48,%
pwr,leakage,0.000290,uW
setup_path,cp.arrival,1.99,ns
detailed_routing,route.detailed.drc,0,
floorplan,initial_utilization,8.32,%
min_path,min-delay-path-class,"primary input to primary output",
placed_design,dp_cells,127,
detailed_routing,drt_iter0_drc,5,
logic_synthesis,ys_seq_share,0,%
finish,areaGrowthSynthToFinish,159,%
job,maxCapViolations,0,
global_route,grt_pass1_vias,428,
logic_synthesis,ys_area,284,sq um
global_route,grt_use_met2,7.30,%
sta,layout_setup_ws,0.168,ns
cts,cts_hold_buffers,0,
floorplan,core,3420,sq um
finish,n_clock_buffer,0,
global_route,grt-busiest-layer,"met2",
floorplan,rows,21,
global_route,antenna_found_initial,0,
setup_path,cp.depth,6,
logic_synthesis,compound_area_share,15.0,%
detailed_routing,avgViaCountPerCell,3.50,
logic_synthesis,simple_gate_share,76.7,%
repair_timing:
| action | CTS | global route |
|---|---|---|
| gates resized | 13 | 0 |
| endpoints found under the hold margin | 0 | 0 |
| endpoints found under the setup margin | 15 | 0 |
metrics by stage:
stage               power [uW]  instance area, sq um  util [%]
floorplan                 18.3                   284         -
global placement          58.2                   712      20.8
detailed placement        58.5                   712      20.8
CTS                       60.3                   737      21.6
global route              65.3                   737      21.6
finish                    59.8                   737      21.6
cell usage after synthesis (all sizes together):
| cell type | number |
|---|---|
| or2 | 1 |
| o21ai | 1 |
| a32oi | 1 |
| and3 | 2 |
| and3b | 1 |
| mux2i | 1 |
| nand4 | 1 |
| and4 | 1 |
| buf | 2 |
| a31o | 1 |
| nor4 | 1 |
| nor3 | 1 |
| nand2b | 2 |
| nor2 | 5 |
| nor4b | 3 |
| nand2 | 2 |
| and2 | 10 |
| nand4b | 1 |
| a21oi | 4 |
| inv | 1 |
cell families after synthesis:
| family | after synthesis |
|---|---|
| AOI/OAI and AO/OA | 7 |
| buffers and inverters | 3 |
| muxes | 1 |
| and+or+nand+nor | 31 |
path summary, 6_finish.rpt:
check | start | to | slack (ns)
worst max-delay path | instr_code[2] | alu_control[0] | 0.17
worst min-delay path | instr_code[1] | reg_w_src_sel[1] | 1.88
where the power goes:
group	switching (uW)	internal [uW]	total, uW
registers	0	0	0
logic	26.1	33.7	59.8
clock network	0	0	0
area by class of cell:
class | count | area (sq um)
fillers | 389 | 2680
inverters | 1 | 3.75
multi-input cells | 39 | 304
well taps | 46 | 57.6
repair buffers | 41 | 372
per-layer routing:
metal | part of all wire [%] | vias to the layer above
met2 | 52 | 10
met4 | 0 | 0
met3 | 8.2 | 0
li1 | - | 233
met5 | 0 | -
met1 | 40 | 201
Power figures rest on the tool's default switching activity, not on a simulated workload.
